$ cat design.v
module rv_alu 
#(  parameter DATA_WIDTH=64,
    parameter ADDR_WIDTH=64,
)
(
  input   wire [DATA_WIDTH-1:0] opr_a_i,             
  input   wire [DATA_WIDTH-1:0] opr_b_i,             
  input   wire [3:0]            op_sel_i,            
  input        [ADDR_WIDTH-1:0] pc_i,                
  output  wire [DATA_WIDTH-1:0] alu_res_o,           
  output  wire                  alu_zero_o           
);
  localparam OP_ADD  = 5'h0;
  localparam OP_SUB  = 5'h1;
  localparam OP_XOR  = 5'h2;
  localparam OP_OR   = 5'h3;
  localparam OP_AND  = 5'h4;
  localparam OP_SLL  = 5'h5;
  localparam OP_SRL  = 5'h6;
  localparam OP_SRA  = 5'h7;
  localparam OP_SLT  = 5'h8;
  localparam OP_SGT  = 5'h9;
  localparam OP_EQL  = 5'hA;
  localparam OP_NEQL = 5'hB;
  localparam OP_ULT  = 5'hC;
  localparam OP_UGT  = 5'hD;
  localparam OP_JAL    = 5'hE;
  localparam OP_LUI    = 5'hF;
  localparam OP_AUIPC  = 5'h10;
  logic signed [DATA_WIDTH-1:0] sign_opr_a;
  logic signed [DATA_WIDTH-1:0] sign_opr_b;
  logic [DATA_WIDTH-1:0] alu_res;
  assign sign_opr_a = opr_a_i;
  assign sign_opr_b = opr_b_i;
  always@(*) begin
    case (op_sel_i)
      OP_ADD : alu_res = opr_a_i + opr_b_i;
      OP_SUB : alu_res = opr_a_i - opr_b_i;
      OP_XOR : alu_res = opr_a_i ^ opr_b_i;
      OP_OR  : alu_res = opr_a_i | opr_b_i;
      OP_AND : alu_res = opr_a_i & opr_b_i;
      OP_SLL : alu_res = opr_a_i << opr_b_i[4:0];
      OP_SRL : alu_res = opr_a_i >> opr_b_i[4:0];
      OP_SRA : alu_res = sign_opr_a >>> opr_b_i[4:0];
      OP_SLT : alu_res = {(DATA_WIDTH-1)'h0, sign_opr_a <= sign_opr_b};
      OP_SGT : alu_res = {(DATA_WIDTH-1)'h0, sign_opr_a >= sign_opr_b};
      OP_EQL : alu_res = {(DATA_WIDTH-1)'h0, opr_a_i == opr_b_i};
      OP_NEQL : alu_res = {31'h0, opr_a_i != opr_b_i};
      OP_ULT : alu_res = {(DATA_WIDTH-1)'h0, opr_a_i <= opr_b_i};
      OP_UGT : alu_res = {(DATA_WIDTH-1)'h0, opr_a_i >= opr_b_i};
      OP_JAL : alu_res = pc_i + 4;
      OP_LUI : alu_res = opr_b_i << 12;
      OP_AUIPC : alu_res = pc_i + (opr_b_i << 12);
      default: alu_res = 'h0;
    endcase
  end
  assign alu_res_o = alu_res;
  assign alu_zero_o = alu_res[0];
endmodule
$ cat run.sh
#!/bin/bash
# OpenROAD 26Q1-2900-gdf79404cd8, Yosys 0.63+post, stock flow scripts
make -C /OpenROAD-flow-scripts/flow DESIGN_CONFIG=/design/flow/config.mk WORK_HOME=/design/flow/orfs finish
$ cat config.mk
export PLATFORM = sky130hd
export DESIGN_NAME = rv_alu
export DESIGN_NICKNAME = rv_alu
export VERILOG_FILES = /design/flow/design.v
export SDC_FILE = /design/flow/constraint.sdc
export NUM_CORES = 4
export LEC_CHECK = 1
export CORE_UTILIZATION = 50
$ cat constraint.sdc
current_design rv_alu

set clk_period 22.9
set clk_io_pct 0.2

create_clock -name clk0 -period $clk_period

set non_clock_inputs [all_inputs -no_clocks]
set_input_delay [expr $clk_period * $clk_io_pct] -clock clk0 $non_clock_inputs
set_output_delay [expr $clk_period * $clk_io_pct] -clock clk0 [all_outputs]
==> flow_metrics.env <==
# yosys + openroad results
export IMPL_cell_area_power_density_mw_per_mm2=28.0
export IMPL_fin_crit_ps=14970
export IMPL_routedWlPerCell_um=31.2
export IMPL_number_of_warnings_the_tools_reported=162
export IMPL_total_count_of_max_transition_violations_in_the_final_report=0
export IMPL_path_delay_family="AND-OR/OR-AND gates"
export IMPL_post_cts_resized_instances=0
export IMPL_global_route_wire_length_before_repair_um=161000
export IMPL_hold_crit_path_type="input pin to output pin"
export IMPL_slew_headroom_pct=10.4
export IMPL_p_switching_mw=0.399
export IMPL_floorplan_die_width_um=202
export IMPL_internal_power_mw=0.238
export IMPL_finalSetupViolations=0
export IMPL_grt_pass1_vias=24800
export IMPL_initial_utilization_pct=51.2
export IMPL_seq_area_frac_synth_pct=0
export IMPL_max_clock_freq_ghz=0.0668
export IMPL_sw_frac_of_total_pct=62.7
export IMPL_crit_path_cell_trace="buf_4, inv_2, ha_1, nor3_1, nor2b_1, o21ai_1, a21boi_1, o41ai_1, buf_4, a211oi_2, a21oi_1, o41ai_2, a21boi_0, o311ai_1, a21boi_0, clkdlybuf4s50_1"
export IMPL_grtUsageTotal_pct=54.4
export IMPL_dp_final_hpwl_um=87100
export IMPL_io_pin_count=261
export IMPL_via_count=26700
export IMPL_finalClockPeriodUsage_pct=65.4
export IMPL_grt_start_max_net_pins=69
export IMPL_vias_per_cell=7.46
export IMPL_nClkBuffers=0
export IMPL_maxCapViolations=0
export IMPL_finalSetupTns_ps=0
export IMPL_top_cell="nor2_1"
export IMPL_mean_instance_size_in_the_synthesized_netlist_um2=6.73
export IMPL_final_antenna_net_count=0
export IMPL_required_ps=18320
export IMPL_run_status="completed"
export IMPL_grt_overflow_total=0
export IMPL_ys_cells=2971
export IMPL_detailedPlace_worstSlack_ps=8370
export IMPL_drive_gt1_share_pct=7.81
export IMPL_critPathMaxStageDelay_ps=840
export IMPL_routed_wirelength_um=112000
export IMPL_iteration_tally_of_the_first_detailed_router_pass=10
export IMPL_drc=0
export IMPL_mappedNetlistArea_mm2=0.0200
export IMPL_dieHeight_um=202
export IMPL_floorplan_core_area_mm2=0.0390
export IMPL_std_cell_rows=72
export IMPL_path_class="input pin to output pin"
export IMPL_power_leakage_nw=9.09
export IMPL_timing_critical_path_fanout_max=54
export IMPL_drtIter0Drc=4532
export IMPL_layout_area_seq_um2=0
export IMPL_post_cts_buffers=0
export IMPL_cts_hold_buffers=0
export IMPL_top_area_share_pct=12.8
export IMPL_grt_setup_unrepaired="no"
export IMPL_placement_io_buffers=261
export IMPL_critical_path_at_ps=10390
export IMPL_critPathSlowestCell="nor3_1"
export IMPL_yosys_stat_chipArea_mm2=0.0200
export IMPL_post_synth_num_cell_types=90
export IMPL_area_leaders="mux4_2 (13%), ha_1 (12%), a21oi_1 (7.7%), nor2_1 (7.1%), o21ai_0 (5.7%)"
export IMPL_count_of_final_hold_check_violations=0
export IMPL_place_congestion=1.19
export IMPL_worstMarginPinSlew_ps=1330
export IMPL_critPathBufInv=4
export IMPL_critical_path_sink_type="output pin"
export IMPL_post_synth_most_frequent_cells="nor2_1 (380), a21oi_1 (307), nand2_1 (240)"
export IMPL_fp_dieArea_mm2=0.0408
export IMPL_post_route_worst_setup_slack_ps=7930
export IMPL_worst_ir_drop_vdd_mv=0.0139
export IMPL_seq_cells=0
export IMPL_syn2layout_area_growth_pct=13.9
export IMPL_netlist_top_cell_by_area="mux4_2"
export IMPL_syn_instance_count=2971
export IMPL_antenna_found_initial=2
export IMPL_timing_critical_path_from_type="input pin"
export IMPL_ys_warn_count=1
## tightest hold or removal path: stages
cell and delay, ps:
buf_2 110, buf_4 290, o21ai_0 140, nand3_1 110, clkdlybuf4s50_1 490
## power by group through the flow
stage	clock [mW]	sequential [mW]	combinational [mW]
CTS	0	0	0.598
global route	0	0	0.659
## per-stage QoR
stage	cell area (um2)	power, mW	utilization, %	hold slack, ps	std cells
finish	22800	0.637	58.4	10320	3584
global route	22800	0.659	58.3	10290	3579
CTS	22800	0.598	58.3	10270	3579
detailed placement	22800	0.594	58.3	10270	3579
global placement	22800	0.596	58.3	10270	3579
floorplan	20000	0.349	-	9310	2971
## layout by cell type, fill, tap and decap left out, types with 11 or more instances in the layout
master | synthesis | routed
a211o_1 | 12 | 12
a211oi_1 | 45 | 45
a21o_1 | 28 | 28
a21oi_1 | 307 | 307
a221o_1 | 20 | 20
a221oi_1 | 51 | 51
a22oi_1 | 28 | 28
a31oi_1 | 26 | 26
and2_1 | 13 | 13
and3_1 | 30 | 30
and4_1 | 13 | 13
buf_4 | 8 | 65
clkdlybuf4s50_1 | 0 | 255
ha_1 | 194 | 194
inv_1 | 206 | 206
mux2_2 | 12 | 12
mux2i_1 | 99 | 99
mux4_2 | 114 | 114
nand2_1 | 240 | 240
nand3_1 | 84 | 83
nand4_1 | 43 | 43
nor2_1 | 380 | 376
nor2b_1 | 23 | 23
nor3_1 | 61 | 57
nor4_1 | 23 | 23
o2111ai_1 | 16 | 16
o211ai_1 | 60 | 60
o21ai_0 | 229 | 229
o21bai_1 | 39 | 39
o221ai_1 | 26 | 26
o22ai_1 | 20 | 20
o31a_1 | 11 | 11
o31ai_1 | 22 | 22
or3_1 | 18 | 17
xnor2_1 | 56 | 56
xor2_1 | 41 | 41
## routing by layer
| metal | GRT usage [%] | part of all wire [%] |
|---|---|---|
| met1 | 71.1 | 36 |
| met2 | 70.4 | 38 |
| met3 | 32.1 | 19 |
| met4 | 25.5 | 6.4 |
| met5 | 7.38 | 0.44 |
## cell families after synthesis
group	Yosys count	synth area share, %
muxes	225	18.5
AOI/OAI and AO/OA	1037	33.9
xor gates and xnor gates	97	4.25
and+or+nand+nor	971	22.2
buffers and inverters	445	8.89
adders and majority gates	196	12.3
## path summary, 6_finish.rpt
path / from / endpoint / slack, ps / cells after the start
setup / recovery: opr_b_i[3] / alu_res_o[61] / 7930 / 16
hold / removal: op_sel_i[0] / alu_res_o[9] / 10320 / 5
## final cells by class
cell class                      instances  area [um2]
Multi-Input combinational cell       2526       18200
Fill cell                            3663       16200
Timing Repair Buffer                  323        3060
Inverter                              212         798
Tap cell                              518         648
Antenna cell                            5        12.5
No activity file was given, so power comes from the tool's default toggle rates.
