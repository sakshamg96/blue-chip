===== flow/design.v =====
module rv_reg_file (
  input   wire          clk,
  input   wire [4:0]    rs1_addr_i,
  input   wire [4:0]    rs2_addr_i,
  input   wire [4:0]    rd_addr_i,
  input   wire          wr_en_i,
  input   wire [31:0]   wr_data_i,
  output  wire [31:0]   rs1_data_o,
  output  wire [31:0]   rs2_data_o
);
  logic [31:0] regfile [31:0];
  reg [31:0] rs1_data;
  reg [31:0] rs2_data;
  always_comb begin
    rs1_data = regfile[rs1_addr_i];
    rs2_data = regfile[rs2_addr_i];
  end
  always_ff @(posedge clk) begin
    if(wr_en_i & rd_addr_i != 0) begin
      regfile[rd_addr_i] <= wr_data_i;
    end
  end
  assign rs1_data_o = rs1_data;
  assign rs2_data_o = rs2_data;
endmodule

===== flow/run.sh =====
#!/bin/bash
# OpenROAD 26Q1-2900-gdf79404cd8, Yosys 0.63+post, stock flow scripts
make -C /OpenROAD-flow-scripts/flow DESIGN_CONFIG=/design/flow/config.mk WORK_HOME=/design/flow/orfs finish

===== flow/config.mk =====
export PLATFORM = sky130hd
export DESIGN_NAME = rv_reg_file
export DESIGN_NICKNAME = rv_reg_file
export VERILOG_FILES = /design/flow/design.v
export SDC_FILE = /design/flow/constraint.sdc
export NUM_CORES = 4
export LEC_CHECK = 1
export CORE_UTILIZATION = 40

===== flow/constraint.sdc =====
current_design rv_reg_file

set clk_period 10.0
set clk_io_pct 0.2

create_clock -name clk0 -period $clk_period [get_ports {clk}]

set non_clock_inputs [all_inputs -no_clocks]
set_input_delay [expr $clk_period * $clk_io_pct] -clock clk0 $non_clock_inputs
set_output_delay [expr $clk_period * $clk_io_pct] -clock clk0 [all_outputs]

==> deck_impl_summary.md <==
Run Summary

Status
  – Outcome: completed

Logic synthesis
  – Compound-Gate Fraction of Synth Area: 0.0805
  – Basic Gates by Area: 0.0471
  – Post-synth regs: 1,024
  – Top FF cell, synth: edfxtp_1
  – Mux frac, synth: 0.210
  – # Cells Yosys: 3,386
  – Sequential area share after synthesis: 0.631
  – Ys async rst share: 0
  – Comb area leader: multiplexers
  – Max-area cell share: 0.631
  – Synthesized area: 48,800 um^2
  – Mapped Avg Cell Area: 14.4 um^2
  – Adder share: 0
  – Post-Syn Instances: 3,386
  – Yosys xor share: 0
  – Yosys chip area: 48,800 um^2
  – Dominant cell type by area after synthesis: edfxtp_1
  – Yosys warnings: 1
  – Cell area leaders: edfxtp_1, mux2i_1, a22oi_1
  – Cell Type Count: 24
  – EDFF count, synth: 1,024

Final timing
  – Max-slew violations: 0
  – Rel. slew slack: 0.264
  – Minimum clock period: 7.59 ns
  – RSZ-0062 raised after global routing: no
  – Hold WS: 2.13 ns
  – Hold Vio Cnt, Final: 0
  – Final setup vio count: 0
  – Post-route setup TNS: 0 ns
  – Fmax achieved: 132 MHz
  – Period utilization: 0.759
  – Slew @ Worst Pin: 1.10 ns

Clocking
  – Post-CTS Hold Fix Bufs: 0
  – CTS buffer count: 109
  – Clk pin slew, worst setup/hold paths: 0.06 ns
  – Clock sink count: 1,024
  – Postcts setup bufs: 0
  – H-tree levels: 3
  – CTS tree: done
  – Clk root buf: clkbuf_16
  – Resize count post-CTS: 0
  – Clock Tree Buf Depth: 3

Drt
  – Vias post-DR: 30.9k
  – 1st-iter DRT viols: 2,012
  – DR WL/cell: 29.6 um
  – DRT Pass-1 Iters: 7
  – Post-DRT Antenna Nets: 0
  – Drt drc: 0
  – Vias per cell: 5.92
  – Routed WL: 154 mm

GRT
  – Via count of the first global-routing pass: 31.8k
  – Pin count of the biggest net entering global routing: 95
  – GR Util All Layers: 0.270
  – Initial antenna violation count: 8
  – First-pass GRT wire length: 221 mm
  – Gr ovfl total: 0

Die
  – Floorplan utilization: 0.405
  – Die ar.: 123,000 um^2
  – Die width: 351 um
  – Die height: 351 um
  – Core Box Area: 120,000 um^2
  – Std cell rows: 127
  – Num ports: 113

Cells and area
  – Share of cells above drive strength 1: 0.0894
  – Max FFs per register: 1,024
  – Biggest regs: regfile x1024
  – Largest Register: regfile
  – Synthesis-to-finish area growth: 13.3%
  – Finished Layout Cells: 5,216

Setup path
  – Critical Path Start Type: primary input
  – Endpoint class of the critical path: output port
  – Critical Path Most Common Cell: clkdlybuf4s50_1
  – CP Cell Sequence: clkdlybuf4s50_1 -> nor2_4 -> buf_12 -> buf_4 -> a22o_1 -> nor3_1 -> a31oi_1 -> nand3_1 -> clkdlybuf4s50_1
  – Slowest stage cell, crit path: buf_4
  – Worst path max stage delay: 0.65 ns
  – Crit path DAT: 5.59 ns
  – Crit-path max FO: 89
  – Kind of critical path: in -> out
  – Crit path DRT: 8.00 ns

Power and ir drop
  – PwrDens: 172 nW/um^2
  – Max VDD drop: 134 uV
  – Leakage Power: 20.2 nW

Worst hold path
  – Hold/Removal Path Class: in -> reg
  – Hold EP: regfile[8][25]$_DFFE_PP_
  – Hold path cells: 2
  – Hold Crit Start: wr_data_i[25]

Placement
  – Post-DP HPWL: 83.7 mm
  – Placed Cells: 5,014
  – GP Congestion: 0.873
  – Buffers added on ports: 112

Flow run
  – Max-capacitance violation count: 0
  – Tool warning count: 26
[logic make-up after synthesis]
kind of cell | count (synthesis)
other cells | 1
compound gates | 576
flops | 1024
buf+inv | 253
mux | 1024
simple gates | 508
[layout by cell type (no fill, tap or decap), drive strengths merged]
cell type,count
mux2i,1024
edfxtp,1024
nand2,195
nand3,194
a22oi,192
a21oi,192
clkbuf,139
a22o,128
buf,128
clkdlybuf4s50,110
nor3,64
a31oi,64
clkinv,53
nor2,34
conb,32
nand3b,5
bufinv,5
diode,4
nor2b,4
nand2b,4
or3b,3
and2,2
or2,2
or3,1
inv,1
[power by group]
group	internal, mW	switching (mW)	leakage, nW
clock	2.15	1.64	1.63
combinational	0.336	0.559	9.36
sequential	4.79	0.0242	9.25
total	7.27	2.22	20.2
[per-layer routing]
metal  vias up  part of all wire  GRT usage
li1      13600                 -          -
met1     15200              0.36      0.340
met2      1750              0.45      0.394
met3       295              0.15      0.172
met4        16             0.038     0.0808
met5         -            0.0013    0.00824
[how the worst max path moves through the flow]
| stage | start | end | slack (ns) | cells after the start |
|---|---|---|---|---|
| after CTS | rs1_addr_i[0] | rs1_data_o[8] | 2.50 | 9 |
| after global routing | rs1_addr_i[2] | rs1_data_o[8] | 2.36 | 9 |
| final | rs1_addr_i[0] | rs1_data_o[8] | 2.41 | 9 |
[synthesized netlist by cell type, types with 5 or more instances]
| master | number |
|---|---|
| nor3_1 | 64 |
| buf_1 | 11 |
| nand3_1 | 194 |
| a21oi_1 | 192 |
| nor2_1 | 34 |
| mux2i_1 | 1024 |
| a22o_1 | 128 |
| a22oi_1 | 192 |
| buf_2 | 62 |
| nand2_1 | 195 |
| nand3b_1 | 5 |
| clkbuf_1 | 82 |
| edfxtp_1 | 1024 |
| a31oi_1 | 64 |
| buf_6 | 37 |
| buf_4 | 57 |
[through the flow]
step           power (mW)  area [um^2]  setup slack [ns]   util
2_1_floorplan        5.40        48900              4.95      -
3_3_place_gp         5.79        51900              2.48  0.431
3_5_place_dp         5.79        51900              2.50  0.431
4_1_cts              9.54        55200              2.50  0.459
5_1_grt              9.77        55200              2.36  0.459
6_report             9.49        55200              2.41  0.459
[critical path, delay by kind of cell]
kind	cells	cell delay, ns
AND-OR/OR-AND	2	0.61
buffers and inverters	4	2.23
AND/OR/NAND/NOR	3	0.58
[layout make-up]
cell class / count / area [um^2]
Multi-Input combinational cell: 2140 / 16900
Tap cell: 1612 / 2020
Clock buffer: 139 / 2880
Fill cell: 10500 / 65200
Timing Repair Buffer: 238 / 2260
Clock inverter: 59 / 432
Antenna cell: 4 / 10.0
Sequential cell: 1024 / 30700
No activity file was given, so power comes from the tool's default toggle rates.
